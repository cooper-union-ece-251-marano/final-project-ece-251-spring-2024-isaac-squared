===== flow/run.sh =====
#!/bin/bash
# OpenROAD 26Q1-2900-gdf79404cd8, Yosys 0.63+post, stock flow scripts
make -C /OpenROAD-flow-scripts/flow DESIGN_CONFIG=/design/flow/config.mk WORK_HOME=/design/flow/orfs finish

===== flow/config.mk =====
export PLATFORM = sky130hd
export DESIGN_NAME = counter
export DESIGN_NICKNAME = counter
export VERILOG_FILES = /design/flow/design.v
export SDC_FILE = /design/flow/constraint.sdc
export NUM_CORES = 4
export LEC_CHECK = 1
export CORE_AREA = 10 10 70 70
export DIE_AREA = 0 0 80 80

===== flow/constraint.sdc =====
current_design counter

set clk_period 1.5
set clk_io_pct 0.2

create_clock -name clk0 -period $clk_period [get_ports {clk}]

set non_clock_inputs [all_inputs -no_clocks]
set_input_delay [expr $clk_period * $clk_io_pct] -clock clk0 $non_clock_inputs
set_output_delay [expr $clk_period * $clk_io_pct] -clock clk0 [all_outputs]

===== flow/design.v =====
module counter(
    input wire enable,     
    input wire clk,        
    input wire rst_n,      
    output reg [3:0] count_out  
);  
    always @(posedge clk or negedge rst_n) begin  
        if (~rst_n) begin
            count_out <= 4'b0000;  
        end else if (enable) begin
            count_out <= count_out + 4'b0001;  
        end
    end  
endmodule  

==> run notes <==
The synthesis and place-and-route flow finished, so here is a summary.

The post-synthesis compound-gate area fraction came out at 0. Per the post-route antenna check, the number of violating nets is 0. TritonRoute output was used to compute an average wire per cell of 6.75 um.

The power density over the cells is 1890 nW/um^2. The number of global-route vias before repair is 139. The synthesized instance count is 11. The chip area line of the yosys report came out at 160 um^2. In the setup report, the worst path falls into the class reg2out. The final weighted congestion in routability-driven placement came out at 0.628.

The global-route wire length before repair is 683 um. The site row count came out at 21. The final layout contains routed wiring with a total length of 452 um. The via density per instance is 1.88. The first-iteration detailed-routing DRC count came out at 1.

STA classifies the critical path startpoint as a flop. The fraction of synthesized cell area taken by the top area cell type is 0.625. The main area contributors are dfrtp_1 63%, xnor2_1 11%, ha_1 7.8%. The registers of the reported paths see a clock transition of 40 ps. The number of design rule violations left after detail routing is 0. Compared with the post-synthesis result, the final layout area differs by 92.2%.

Counting flops and latches in the post-synthesis netlist gives 4. The placement report lists the number of port buffers as 6. The flow ran to the end, and the final reports show no timing, DRC or antenna violations.

The report lists the cells along the critical path as clkdlybuf4s50_1. The clock drives 4 sinks. The total number of yosys warnings is 1.

The worst setup path is captured at an output port. The floorplan step defined a core boundary enclosing 3420 um^2. The CTS H-tree depth came out at 1. The area fraction in full adders, half adders and majority gates is 0.0781. The number of flip-flops in the largest register came out at 4. Of the synthesized area, sequential elements account for 0.625.

The floorplan step set the die width to 80 um. The portion of netlist area occupied by mux cells came out at 0.0703. The clock skew after layout came out at 3.04 ps.

The highest clock rate this design can be run at is 695 MHz. The class of the tightest hold or removal check is in2async. The leakage power came out at 0.000112 uW.

The core utilization before placement came out at 0.0469. The transition at the pin with the smallest max-transition slack is 173 ps. The number of OpenROAD warnings came out at 25. Per the synth stats, the flop cell with the highest instance count is dfrtp_1.

The mean instance size in the synthesized netlist came out at 14.6 um^2. Per the finish-stage timing summary, setup violations number 0. count_out holds more flip-flops than any other register. The post-synthesis async set-or-reset flop share is 1.00. The chip occupies 6400 um^2. The total global routing track utilization is 0.0151.

Detailed routing inserted a total of 126 vias. The maximum single-stage delay on the critical path is 510 ps. For the final routed database, the setup TNS stands at 0 ps. The synthesized-area fraction occupied by xor and xnor cells is 0.164. The largest buffer count on any clock path came out at 2.

Setup repair after global routing left no endpoint under its margin. The final core area utilization came out at 0.0901. The number of enable flip-flop cells is 0.

By instance count, the leading cell after synthesis is dfrtp_1. The largest registers in the layout are count_out: 4 flops. The TritonCTS clock tree is done.

The post-route clock period utilization came out at 0.959. The total CTS buffers came out at 3. The count of pins over their slew limit is 0. The pin count of the biggest net entering global routing is 5. Among all stages on the critical path, the largest delay is contributed by clkdlybuf4s50_1. The number of top-level pins is 7. For reference, the final report shows the hold violation count at 0. Summed over all layers, the global routing overflow is 0. The count of inserted antenna diode cells is 0.

The number of resized instances in the post-cts repair step came out at 0. The number of buffers and inverters on the critical path came out at 1. The fraction of the mapped netlist area in simple logic gates came out at 0.0625. After synthesis, the design contains 11 cells according to Yosys. At the later pin of the worst-skew pair, clock insertion delay measures 230 ps. The initial antenna violation count is 0. The area of the mapped netlist came out at 160 um^2. The largest non-sequential cell family by area is XOR/XNOR gates.

The cell taking the most area after synthesis is dfrtp_1. Counting the fill cells in the layout gives 407. The headroom to the max-slew limit is 0.884. The time the final worst path needs with I/O delays and setup came out at 1440 ps. Measured along the y axis, the die boundary spans 80 um. In this run the clock root is driven by a clkbuf_4. The highest fanout seen on the critical path came out at 3.

The number of maximum-capacitance violations is 0. The data required time of the worst path came out at 1200 ps. The worst-case register-to-register setup slack is 300 ps. Yosys mapped the design onto 7 distinct sky130hd cell types. Counting instances in the post-synthesis netlist gives the leading cell types as 4 x dfrtp_1, 2 x xnor2_1. The maximum vdd ir drop is 0.000889 V. The share of layout cells above drive strength 1 is 0.238. For this run, the detailed router's first-pass iteration total came to 2.

Grouping stages by cell kind, the critical path spends the most delay in buffers and inverters. The arrival time of data at the critical path endpoint came out at 1140 ps.
[cell usage in the layout, fill, tap and decap left out, drive strengths merged]
| cell type | instances |
|---|---|
| clkdlybuf4s50 | 6 |
| dfrtp | 4 |
| clkbuf | 3 |
| xnor2 | 2 |
| mux2 | 1 |
| xor2 | 1 |
| nand2 | 1 |
| nand4 | 1 |
| ha | 1 |
| buf | 1 |
[stage by stage]
step	instances	cell area (um^2)	hold slack, ps	worst slack (ps)	power, uW
6_report	67	308	264	61.0	581
3_5_place_dp	63	278	473	164	434
5_1_grt	67	308	263	24.8	637
3_3_place_gp	63	278	463	204	418
2_1_floorplan	11	160	4.41	467	279
4_1_cts	66	300	264	46.9	573
[cell families (layout without fill, tap and decap cells)]
logic type    Yosys count  in the layout
xor+xnor                3              3
fa+ha+maj               1              1
flops                   4              4
buf+inv                 0             10
mux                     1              1
simple gates            2              2
[area by class of cell]
type,instances,area [um^2],share of cell area
clock buffers,3,22.5,0.0732
well taps,46,57.6,0.187
flip-flops and latches,4,100,0.325
repair buffers,7,67.6,0.220
multi-input cells,7,60.1,0.195
[repair_timing]
action	in CTS	in global routing
hold buffers	0	0
endpoints found under the setup margin	0	1
setup buffers	0	1
[final timing paths]
path | from | to | cells past startpoint
max in group asynchronous | rst_n | count_out[1]$_DFFE_PN0P_ | 1
min | rst_n | count_out[3]$_DFFE_PN0P_ | 1
max reg2reg | count_out[0]$_DFFE_PN0P_ | count_out[1]$_DFFE_PN0P_ | 3
min in group clk0 | count_out[3]$_DFFE_PN0P_ | count_out[3]$_DFFE_PN0P_ | 1
min reg2reg | count_out[3]$_DFFE_PN0P_ | count_out[3]$_DFFE_PN0P_ | 1
max | count_out[2]$_DFFE_PN0P_ | count_out[2] | 1
[power breakdown]
group	internal (uW)	switching, uW
clock network	89.3	41.2
registers	167	52.5
logic	168	63.4
total	424	157
[per-layer routing]
metal	track usage	up-vias	part of all wire
met2	0.0112	9	0.23
li1	-	57	-
met5	0	-	0
met1	0.0247	60	0.68
met3	0.0136	0	0.082
met4	0.00352	0	0
No activity file was given, so power comes from the tool's default toggle rates.
